==> flow/design.v <==
module somador(valor1, valor2, soma);
  input bit [7:0] valor1, valor2;
  output bit [7:0] soma;
  always_comb begin
    soma = valor1 + valor2;
  end
endmodule: somador
==> flow/run.sh <==
#!/bin/bash
# OpenROAD 26Q1-2900-gdf79404cd8, Yosys 0.63+post, stock flow scripts
make -C /OpenROAD-flow-scripts/flow DESIGN_CONFIG=/design/flow/config.mk WORK_HOME=/design/flow/orfs finish
==> flow/config.mk <==
export PLATFORM = sky130hd
export DESIGN_NAME = somador
export DESIGN_NICKNAME = somador
export VERILOG_FILES = /design/flow/design.v
export SDC_FILE = /design/flow/constraint.sdc
export NUM_CORES = 4
export LEC_CHECK = 1
export CORE_AREA = 10 10 70 70
export DIE_AREA = 0 0 80 80
==> flow/constraint.sdc <==
current_design somador

set clk_period 7.7
set clk_io_pct 0.2

create_clock -name clk0 -period $clk_period

set non_clock_inputs [all_inputs -no_clocks]
set_input_delay [expr $clk_period * $clk_io_pct] -clock clk0 $non_clock_inputs
set_output_delay [expr $clk_period * $clk_io_pct] -clock clk0 [all_outputs]
==> run_results.csv <==
group,metric,value,unit
min_path,min_from,"valor2[0]",
detailed_routing,via_per_inst,3.46,
synth,avgSynthCellArea,7.89,sq um
setup_path,path_cells,"clkdlybuf4s50_1 -> ha_1 -> inv_1 -> fa_1 -> nor2b_4 -> o31a_1 -> o311ai_1 -> clkdlybuf4s50_1",
setup_path,cp_num_buf_inv,3,
detailed_routing,first_pass_iters,4,
detailed_routing,routed_wl,1.10,mm
global_route,track_usage,3.49,%
sta,fin_crit,5160,ps
sta,timing.fmax,194,MHz
setup_path,critPathMaxFanout,3,
synth,yosys_warnings,1,
synth,area_leaders,"ha_1, a21oi_1, o211ai_1",
placed_design,dp.cells,112,
cells_and_area,fin_area,629,sq um
flow_run,drv_cap,0,
sta,setup_viol,0,
placed_design,routabilityCongestion,0.696,
floorplan,ioPinCount,24,
global_route,grt_max_degree,7,
synth,top_cell_area_share,26.4,%
setup_path,crit_top_cell,"clkdlybuf4s50_1",
setup_path,arrival,3620,ps
setup_path,critical_path_class,"in -> out",
sta,rsz0062_at_grt,"false",
power,power,0.0463,mW
global_route,grt_pass1_wl,1.91,mm
synth,common_cells,"ha_1, a21oi_1, inv_1",
clock_network,post_cts_buffers,0,
cells_and_area,nClkBuffers,0,
global_route,overflow,0,
synth,yosysTopAreaCell,"ha_1",
run_status,status,"finished, final reports clean",
detailed_routing,antennaDiodeCount,0,
cells_and_area,regArea,0,sq um
sta,finalHoldViolCount,0,
power,p_leak,0.242,nW
synth,synth_cell_type_count,23,
detailed_routing,num_vias,387,
floorplan,fp_util,9.71,%
cells_and_area,area_growth,89.8,%
power,power.density,73.6,nW/um^2
placed_design,dpl_cell_area,629,sq um
detailed_routing,avgRoutedWirePerCell,9.83,um
cells_and_area,logic_area,313,sq um
floorplan,core,3420,sq um
detailed_routing,drc,0,
cells_and_area,final_core_util,18.4,%
cells_and_area,stdcell_count,112,
detailed_routing,first_iter_violations,11,
setup_path,critical_path.top_delay_family,"buffers and inverters",
floorplan,die_y,80,um
setup_path,worstSetupEndpointType,"output pin",
setup_path,worstPathRequired,6160,ps
power,irDropWorstVdd,25.0,uV
min_path,holdPathStages,3,
floorplan,dieArea,6400,sq um
cells_and_area,nFlopsAndLatches,0,
sta,period_used_share,67.0,%
detailed_routing,antenna_left,0,
placed_design,port-buffer-count,24,
cells_and_area,fillCellCount,400,
global_route,grt_pass1_vias,414,
setup_path,cpPeakStageDelay,520,ps
synth,ys_area,332,sq um
synth,yosys.cell_count.top_type,"ha_1",
setup_path,path_depth,8,
placed_design,dp_hpwl,1.03,mm
clock_network,hold_buffers,0,
setup_path,startpoint,"valor1[0]",
cells_and_area,drive_gt1_share,1.52,%
synth,netlist_area,332,sq um
sta,maxSlewHeadroom,74.3,%
sta,final_max_slew_viol_count,0,
synth,ys_seq_share,0,%
setup_path,critPathSlowestCell,"clkdlybuf4s50_1",
clock_network,ctsResizeCount,0,
floorplan,rows,21,
flow_run,tool_warnings,32,
setup_path,critPathLaunchType,"input port",
sta,worstMarginPinSlew,382,ps
min_path,hp-class,"in -> out",
floorplan,die_x,80,um
sta,finalSetupTns,0,ps
synth,ys_cells,42,
synth,synthCells,42,
global_route,antenna_found_initial,0,
==> routing by layer <==
| layer | GRT usage [%] | up-vias | wire, um |
|---|---|---|---|
| li1 | - | 210 | - |
| met1 | 4.56 | 161 | 491 |
| met2 | 5.14 | 16 | 410 |
| met3 | 2.05 | 0 | 199 |
| met4 | 0 | 0 | 0 |
| met5 | 0 | - | 0 |
==> cell usage in the layout (no fill, tap or decap) <==
cell             netlist  routed
o31a_1                 1       1
nor3_1                 1       1
nand2_1                1       1
nor2_1                 1       1
o21ai_0                2       2
ha_1                   7       7
a221oi_1               1       1
nor2b_1                1       1
nor3b_1                1       1
o21a_1                 1       1
o211ai_1               3       3
xor2_1                 2       2
a211oi_1               1       1
clkdlybuf4s50_1        0      24
o311ai_0               1       1
xnor2_1                2       2
nand2b_1               1       1
nor2b_4                1       1
a21oi_1                5       5
inv_1                  5       5
o2bb2ai_1              1       1
o311ai_1               1       1
a21o_1                 1       1
fa_1                   1       1
==> where the power goes <==
part	leakage [nW]	internal, mW	switching [mW]
Combinational	0.242	0.0302	0.0161
Clock	0	0	0
Sequential	0	0	0
==> stage by stage <==
step | setup WS [ps] | hold slack [ps]
after floorplan | 3640 | 3150
after global placement | 2570 | 4110
after detailed placement | 2500 | 4110
after CTS | 2510 | 4120
after global routing | 2370 | 4160
final | 2540 | 4110
==> final timing paths <==
check / slack [ps] / end
worst max-delay path: 2540 / soma[6]
worst min-delay path: 4110 / soma[0]
==> area by class of cell <==
type	count	share of cell area, %
well taps	46	9.15
multi-input cells	37	49.7
repair buffers	24	38.2
inverters	5	2.98
==> cell families after synthesis <==
kind of cell,share of synthesized area [%]
xor gates and xnor gates,10.6
AOI/OAI and AO/OA,37.4
adders and majority gates,32.5
and+or+nand+nor,14.0
buffers and inverters,5.66
Power is estimated from default activity; no workload was simulated.
