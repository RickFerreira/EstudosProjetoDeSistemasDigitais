==> /design/flow/design.v <==
module ulaDesign(
    input bit clk, crtl_des,
    input bit [2:0] crtl_ula,
    input wire [7:0] a, b,
    output wire [7:0] c
);
  byte ra, rb, rc, ula, des;
  logic [7:0] result;
  always_ff @ (posedge clk) begin
    ra <= a;
    rb <= b;
    if (crtl_des) begin 
        des <= ula << 1;  
    end
    else
      des <= ula;    	  
    rc <= des;
  end
  always_comb begin
    case (crtl_ula)
        3'b000: ula <= ra + rb;  
        3'b001: ula <= ra - rb;  
        3'b010: ula <= ra * rb;  
        3'b011: ula <= ra / rb;  
        3'b100: ula <= ra & rb;  
        3'b101: ula <= ra | rb;  
        3'b110: ula <= ~ra;      
        3'b111: ula <= rb;       
    endcase
	end
assign c = ula;
endmodule   
==> /design/flow/run.sh <==
#!/bin/bash
# OpenROAD 26Q1-2900-gdf79404cd8, Yosys 0.63+post, stock flow scripts
make -C /OpenROAD-flow-scripts/flow DESIGN_CONFIG=/design/flow/config.mk WORK_HOME=/design/flow/orfs finish
==> /design/flow/config.mk <==
export PLATFORM = sky130hd
export DESIGN_NAME = ulaDesign
export DESIGN_NICKNAME = ulaDesign
export VERILOG_FILES = /design/flow/design.v
export SDC_FILE = /design/flow/constraint.sdc
export NUM_CORES = 4
export LEC_CHECK = 1
export CORE_UTILIZATION = 50
==> /design/flow/constraint.sdc <==
current_design ulaDesign

set clk_period 26.0
set clk_io_pct 0.2

create_clock -name clk0 -period $clk_period [get_ports {clk}]

set non_clock_inputs [all_inputs -no_clocks]
set_input_delay [expr $clk_period * $clk_io_pct] -clock clk0 $non_clock_inputs
set_output_delay [expr $clk_period * $clk_io_pct] -clock clk0 [all_outputs]
==> qor.rpt <==
LOGIC SYNTHESIS
-------------------------------------------------------------------------------------------
Top cell area share                                                                   0.199
Most instantiated flip-flop cell in the synthesis netlist                           dfxtp_1
Yosys warning total                                                                       1
Number of instances in the synthesized netlist                                          578
Post-synthesis cell area                                                          4390 um^2
Cell taking the most area after synthesis                                              ha_1
Chip area in the Yosys report                                                     4390 um^2
Yosys cell count                                                                        578
Count of flip-flops with a built-in enable after synthesis                                0
Cell area leaders                                                              ha_1 20%, dfxtp_1 7.3%, xnor2_1 7.2%
Post-synthesis sequential area ratio                                                 0.0729
Flops & latches, synth                                                                   16
Post-synthesis area per instance                                                  7.60 um^2
Fraction of synthesis flops using an asynchronous set or reset pin                        0
Library cells used by synthesis                                                          75

CLOCKING
-------------------------------------------------------------------------------------------
Setup Buffers After CTS                                                                   0
Number of cells upsized or downsized after cts                                            0
Maximum buffer depth of the clock tree                                                    2
Number of clock sinks                                                                    16
TritonCTS buffer count                                                                    3
Total of hold buffers inserted after clock tree synthesis                                 0
TritonCTS clock tree                                                                   done
CTS clock-pin slew for the worst setup and hold paths                               0.06 ns
Root buf cell                                                                      clkbuf_8
H-Tree Depth                                                                              1

SETUP PATH
-------------------------------------------------------------------------------------------
Critical Path Sink Type                                                        primary output
Crit-path leading delay family                                                 AND-OR/OR-AND gates
Endpoint required time on the critical path                                        20.80 ns
Crit path DAT                                                                      16.00 ns
Cell seen most often among critical-path stages                                        ha_1
Cell with the largest stage delay on the worst path                                 dfxtp_1
Setup crit start kind                                                             flip-flop
Buf/Inv on CP                                                                             5
Type of the worst setup path                                                        reg2out
Max FO, Critical Path                                                                    16
Critical Path Max Stage Delay                                                       0.79 ns

STA
-------------------------------------------------------------------------------------------
Worst relative slew slack                                                             0.501
Upper clock frequency limit                                                        47.2 MHz
Final hold vios                                                                           0
Transition at the pin with the smallest max-transition slack                       0.746 ns
RSZ-0062 raised after global routing                                                  false
Final tally of setup violations                                                           0
Final period demand of the worst path                                              21.20 ns
Number of max-slew violations in the final report                                         0
Setup TNS                                                                              0 ns
Ratio of final minimum period to clock period                                         0.815

GLOBAL ROUTE
-------------------------------------------------------------------------------------------
Largest net degree at the start of global routing                                        22
Overflow left after global routing                                                        0
Wire length of the first global-routing pass                                      19,600 um
Number of global-route vias before repair                                             3,793
Initial antenna violation count                                                           0
Total GRT Usage                                                                       0.285

FLOORPLANNING
-------------------------------------------------------------------------------------------
Die width                                                                           95.7 um
Total die area                                                                    9170 um^2
Boundary Pins                                                                            29
Number of rows in the core area                                                          33
Floorplan utilization                                                                 0.527
Standard cell core area                                                           8340 um^2
Die extent in y                                                                     95.7 um

CELLS AND AREA
-------------------------------------------------------------------------------------------
Layout overhead on the synthesized area                                               8.40%
Filler cell count in the final layout                                                   802
Share of layout cells above drive strength 1                                         0.0544

PLACE
-------------------------------------------------------------------------------------------
Sum of net half-perimeters after detailed placement                                 9320 um
Final GP Congestion                                                                   0.906
Buffers added on ports                                                                   27

POWER
-------------------------------------------------------------------------------------------
Leakage power                                                                       2.10 nW
Post-route total power                                                             0.252 mW
Power density over cell area                                                   53.0 nW/um^2
Worst-case vdd ir drop                                                              31.8 uV

ROUTING
-------------------------------------------------------------------------------------------
Number of iterations in the first detailed-routing pass                                   5
Via count                                                                             4,182
Routed wire length on met2                                                          5240 um
Detailed route wirelength on metal3                                                  577 um
Number of design-rule violations left by the first detailed-router iteration            291
Mean routed wirelength per cell                                                     17.3 um
Antenna Nets Post-Route                                                                   0
Routed metal-1 wire length                                                          6010 um
Max Used Layer                                                                         met4
WL final                                                                          12,000 um
Count of antenna diodes in the layout                                                     0
DRC Markers                                                                               0
Drt via density                                                                        6.03

FLOW RUN
-------------------------------------------------------------------------------------------
Warning total across the stage logs                                                      31
Number of max-cap violations                                                              0

OUTCOME
-------------------------------------------------------------------------------------------
Result of the run                                                              complete, no violations

MIN PATH
-------------------------------------------------------------------------------------------
Class of the most critical hold timing path                                          in2reg

flip-flops by register name, summed over array words and instances (netlist names):
name / flops
ra: 8
rb: 8
final cells by class:
| type | instances | area [um^2] | area share |
|---|---|---|---|
| Clock buffer | 3 | 41.3 | 0.00867 |
| Tap cell | 105 | 131 | 0.0276 |
| Inverter | 41 | 154 | 0.0323 |
| Timing Repair Buffer | 31 | 300 | 0.0630 |
| Multi-Input combinational cell | 497 | 3820 | 0.801 |
| Sequential cell | 16 | 320 | 0.0672 |
through the flow:
step / setup WS (ns) / instances / util / hold WS, ns / area (um^2)
after floorplan: 7.59 / 578 / - / 5.23 / 4390
after global placement: 5.29 / 690 / 0.566 / 5.65 / 4720
after detailed placement: 5.18 / 690 / 0.566 / 5.65 / 4720
after CTS: 4.86 / 693 / 0.571 / 5.39 / 4760
after global routing: 3.52 / 693 / 0.571 / 5.39 / 4760
final: 4.80 / 693 / 0.571 / 5.40 / 4760
cell usage after synthesis (13+ instances only):
| cell type | count |
|---|---|
| a21oi_1 | 30 |
| nor3_1 | 24 |
| nand2_1 | 46 |
| fa_1 | 13 |
| inv_1 | 40 |
| clkbuf_1 | 17 |
| and2_1 | 25 |
| dfxtp_1 | 16 |
| xnor2_1 | 36 |
| o21a_1 | 14 |
| a21o_1 | 13 |
| nor2_1 | 44 |
| ha_1 | 70 |
| o21ai_0 | 27 |
layer usage:
metal | track usage | vias to the layer above
met5 | 0 | -
met2 | 0.439 | 109
met4 | 0.0398 | 0
li1 | - | 2103
met1 | 0.455 | 1958
met3 | 0.0161 | 12
power breakdown:
group          internal (mW)  leakage (nW)  switching (mW)  total (mW)
logic                 0.0950          1.94           0.108       0.203
clock network         0.0102        0.0216         0.00709      0.0173
registers             0.0259         0.135         0.00581      0.0317
total                  0.131          2.10           0.121       0.252
cell usage in the layout (no fill, tap or decap), types with 4 or more instances in the layout:
cell and instances:
and3_1 4, fa_1 13, xnor2_1 36, nor3_1 24
buf_4 4, nand2b_1 6, and2_1 25, o21a_1 14
nor4_1 4, a22oi_1 4, xor2_1 12, a211oi_1 6
or3_1 6, a31oi_1 9, a21oi_1 30, nor2_1 44
a21o_1 13, nor2b_1 11, nand2_1 46, o21ai_0 27
mux2i_1 8, ha_1 70, nand3_1 8, mux2_2 4
o31ai_1 7, or2_2 6, dfxtp_1 16, inv_1 40
o211ai_1 4, clkdlybuf4s50_1 27
cells by family (layout without fill, tap and decap cells):
group	count (synthesis)	after routing	synth area share
multiplexers	14	14	0.0362
buffers and inverters	65	75	0.0587
XOR/XNOR	48	48	0.0957
AND/OR/NAND/NOR	204	204	0.241
adder cells (fa/ha/maj)	84	84	0.261
flip-flops	16	16	0.0729
AND-OR/OR-AND	147	147	0.235
worst paths after layout:
path  cells after the start    end  slack (ns)  startpoint
max                      57   c[6]        4.80       rb[0]
min                       1  rb[2]        5.40        b[2]
Power figures rest on the tool's default switching activity, not on a simulated workload.
